### design/flow/constraint.sdc
current_design Simon_Game

set clk_period 4.3
set clk_io_pct 0.2

create_clock -name clk0 -period $clk_period [get_ports {clk}]

set non_clock_inputs [all_inputs -no_clocks]
set_input_delay [expr $clk_period * $clk_io_pct] -clock clk0 $non_clock_inputs
set_output_delay [expr $clk_period * $clk_io_pct] -clock clk0 [all_outputs]
### design/flow/config.mk
export PLATFORM = sky130hd
export DESIGN_NAME = Simon_Game
export DESIGN_NICKNAME = Simon_Game
export VERILOG_FILES = /design/flow/design.v
export SDC_FILE = /design/flow/constraint.sdc
export NUM_CORES = 4
export LEC_CHECK = 1
export CORE_UTILIZATION = 40
### design/flow/run.sh
#!/bin/bash
# OpenROAD 26Q1-2900-gdf79404cd8, Yosys 0.63+post, stock flow scripts
make -C /OpenROAD-flow-scripts/flow DESIGN_CONFIG=/design/flow/config.mk WORK_HOME=/design/flow/orfs finish
### design/flow/design.v
module Simon_Game(
    input logic clk,  
    input logic rst,  
    input logic [7:0] SW,  
    output logic [7:0] LED,  
    output logic [6:0] seg0  
);
    localparam sequence_length = 7;  
    localparam one_sec = 50_000_000;  
    logic [2:0] rand_num;  
    logic [3*sequence_length-1:0] led_sequence;  
    logic [3*sequence_length-1:0] sw_sequence;  
    logic [2:0] gen_led_index, inp_sw_index;  
    logic [3:0] disp_led_index;  
    logic [7:0] sw_prev;  
    logic [7:0] sw_sync1, sw_sync2;  
    logic sw_change_detected;  
    logic [7:0] sw_changed;  
    logic [19:0] debounce_cnt;  
    logic [2:0] sw_index;  
    logic [25:0] count;  
LFSR lfsr(
    .clk(clk),
    .rst(rst),
    .rand_num(rand_num)
);
        typedef enum logic [2:0] {
            START,
            GENERATE_LED,
            DISPLAY,
            INPUT,
            CHECK,
            DONE
        } state_t;
        state_t state, next_state;
    always_ff @(posedge clk or posedge rst) begin  
        if (rst) begin
            state <= START;
        end 
        else begin
            state <= next_state;
        end
    end
    always_comb begin
        next_state = state;  
        unique case (state)
            START: begin
                next_state = GENERATE_LED;
            end
            GENERATE_LED: begin
                if (gen_led_index == sequence_length) begin
                    next_state = DISPLAY;
                end
            end
            DISPLAY: begin
                if (disp_led_index == sequence_length + 1) begin
                    next_state = INPUT;
                end
            end
            INPUT: begin
                if (inp_sw_index == sequence_length) begin
                    next_state = CHECK;
                end
            end
            CHECK: begin
                next_state = DONE;
            end
            DONE: begin
                if (rst) begin
                    next_state = START;
                end
            end
        endcase
    end
    always_ff @(posedge clk or posedge rst) begin  
        if (rst) begin
            led_sequence <= 0;
            sw_sequence <= 0;
            gen_led_index <= 0; 
            disp_led_index <= 0;
            inp_sw_index <= 0;
            sw_prev <= 0;  
            sw_sync1 <= 0;
            sw_sync2 <= 0;
            sw_change_detected <= 0;
            sw_changed <= 0;
            debounce_cnt <= 0;
            sw_index <= 0;
            count <= 0;
            LED <= 8'b00000000;  
            seg0 <= 7'b0111111;  
        end 
        else begin
            case (state)
                START: begin
                end
                GENERATE_LED: begin
                    if (gen_led_index == 0) begin
                        led_sequence[3*sequence_length-1 -: 3] <= 3'b101;  
                        gen_led_index <= gen_led_index + 1;
                    end 
                    else if (gen_led_index < sequence_length) begin
                        led_sequence[3*sequence_length-1 - gen_led_index*3 -: 3] <= rand_num;  
                        gen_led_index <= gen_led_index + 1;
                    end 
                end
                DISPLAY: begin
                    if (count == one_sec) begin
                        count <= 0;
                        LED <= 8'b00000000;  
                        if (disp_led_index < sequence_length) begin
                            case (led_sequence[3*sequence_length-1 - disp_led_index*3 -: 3])
                                3'd0: LED[0] <= 1;
                                3'd1: LED[1] <= 1;
                                3'd2: LED[2] <= 1;
                                3'd3: LED[3] <= 1;
                                3'd4: LED[4] <= 1;
                                3'd5: LED[5] <= 1;
                                3'd6: LED[6] <= 1;
                                3'd7: LED[7] <= 1;
                            endcase
                            disp_led_index <= disp_led_index + 1;
                        end
                        else begin
                            LED <= 8'b00000000;  
                            disp_led_index <= disp_led_index + 1;
                        end
                    end
                    else begin
                        count <= count + 1;
                    end
                end
                INPUT: begin
                    sw_sync1 <= SW;  
                    sw_sync2 <= sw_sync1;  
                    sw_change_detected <= 1'b0;
                    sw_changed <= 8'b0;
                    if (sw_sync2 != sw_prev) begin  
                        debounce_cnt <= debounce_cnt + 1;
                        if (&(debounce_cnt)) begin  
                            sw_changed <= sw_prev ^ sw_sync2;  
                            sw_prev <= sw_sync2;  
                            sw_change_detected <= 1'b1;  
                            debounce_cnt <= 0;  
                        end
                    end 
                    else begin
                        debounce_cnt <= 0;  
                    end
                    if (sw_change_detected) begin  
                        for (int i = 0; i < 8; i++) begin  
                            if (sw_changed[i])  
                                sw_index = i[2:0];  
                        end
                        if (inp_sw_index < sequence_length) begin
                            sw_sequence[3*sequence_length-1 - inp_sw_index*3 -: 3] <= sw_index;  
                            inp_sw_index <= inp_sw_index + 1;
                        end
                    end
                end
                CHECK: begin
                    if (led_sequence == sw_sequence) begin
                        seg0 <= 7'b1111001;  
                    end 
                    else begin
                        seg0 <= 7'b1000000;  
                    end
                end
                DONE: begin
                end
            endcase
        end
    end
endmodule
module LFSR(  
    input logic clk,  
    input logic rst,  
    output logic [2:0] rand_num
);
    always_ff @(posedge clk or posedge rst) begin
        if (rst) begin
            rand_num <= 3'b010;
        end
        else begin
            rand_num <= {rand_num[1:0], rand_num[2]^rand_num[1]};
        end
    end
endmodule
==> summary.txt <==
Entry: Yosys synthesis followed by OpenROAD place and route.

Status:
- The flow ran to the end, but the final reports show violations.
- The final reports fail on negative setup slack.

Logic synthesis:
- In the post-synthesis netlist, the biggest area contributors are dfrtp_1 (36%), ha_1 (5.9%), o21ai_0 (4.1%).
- The run puts the post-synthesis area per instance at 9.599 sq um.
- The run puts the area share of the leading cell type in the synthesized netlist at 0.3632.
- The run puts the number of register bits inferred by synthesis at 161.
- Synthesis handed over a netlist of 1127 instances.
- The run gives the yosys-reported design area after synthesis as 10820 sq um.
- For this run, the register share of the synthesized area comes to 0.3729.
- The run gives the synthesized cell area as roughly 11000 sq um.
- The run gives the number of enable flip-flop cells as 0.
- Sorting the Yosys area breakdown by cell type puts at the top dfrtp_1.
- The synthesis log from Yosys contains 2 warnings.
- The run puts the unique cell type count in the Yosys netlist at 98.
- After synthesis, the design contains approximately 1100 cells according to Yosys.
- The most used flip-flop cell after synthesis is dfrtp_1.
- The run gives the share of flip-flops with an asynchronous set or reset after synthesis as 1.000.

Pwr:
- Power spread over the standard cell area amounts to roughly 240 nW/um^2.
- The run gives the leakage power summed over all cells as 5.471 nW.
- The run puts the worst supply voltage drop on vdd at 0.2882 mV.
- The run puts the overall power of the completed layout at 3.141 mW.

Worst setup path:
- STA puts the critical path data arrival time at 4.75 ns.
- The run gives the sort of element at the start of the critical path as a register.
- The run gives the kind of critical path as register to register.
- The run gives the endpoint class of the critical path as a register.
- The run gives the required time of the critical path as 4.59 ns.
- The slowest stage of the critical path belongs to the cell fa_2.
- Looking at the critical path, the highest net fanout was 5.
- The cell sequence reported for the critical path is ha_4, inv_2, fa_2, xnor2_4, ha_2, nor3b_4, inv_2, or4_1, ha_4, nor2_2, nand4_1, or4_4, a211oi_2, and4_1, buf_6, buf_12, nand3_4, o21ai_2, o21ai_1.
- The run puts the worst stage delay on the critical path at 0.63 ns.

Final timing:
- The run gives the slew at the pin closest to its max-slew limit as 0.9172 ns.
- The run puts the peak clock frequency supported by timing at 224.2 MHz.
- The run puts the worst-case clock skew at between 0.01 and 0.015 ns.
- The run gives the final period utilization as 1.037.
- The run puts the final period demand of the worst path at 4.459 ns.
- Setup repair after global routing could not meet its margin everywhere.
- The run puts the max-slew headroom at the worst pin at 0.3841.
- Max-slew check failures listed in the final report amount to 0.
- For reference, the final report shows the hold violation count at 0.
- The run puts the final worst slack at -0.1595 ns.
- The run gives the number of setup violations in the final report as 14.

Clock network:
- The run gives the root buffer cell as clkbuf_16.
- The run puts the clock latency on the worst-skew pair at 0.43 ns.
- Looking at the worst setup and hold paths, the clock pins of their registers show a slew of around 0.070 ns.
- TritonCTS built the clock tree.
- Counting the buffers created by CTS gives 17.
- The run puts the H-tree depth at 4.
- The run puts the maximum clock path buffer count at 2.
- The run gives the number of buffers inserted for hold repair after clock tree synthesis as 0.
- The run puts the CTS sink count at 161.

Detailed routing:
- The run puts the number of nets with antenna violations after routing at 0.
- After detailed routing, the average wire length per cell comes to 15.83 um.
- TritonRoute reported its final design rule violation total as 0.
- The run puts the antenna diode instance count at 0.
- Wires add up to ~25000 um.
- The detailed router placed 8662 vias in this run.
- In the log, the iteration count for the first detailed-route pass is 16.
- The run gives the per-cell via count in the routed design as 5.581.
- The run gives the detailed router's first-iteration violation count as 576.

Global routing:
- For this run, the total global-route usage over all layers was measured as 0.1848.
- The number of global-route vias before repair was just over 8000.
- The run gives the global routing's busiest layer as met1.
- In the global route stage, met3 resource usage came out at 0.03050.
- The run puts the met2 usage in global routing at 0.2656.
- The initial antenna violation count was 0.
- The global route stage reports its total congestion overflow as 0.
- The run gives the largest net degree at the start of global routing as 115.
- The run puts the met1 routing resource usage after global routing at 0.3086.
- The run puts the wire length of the first global-routing pass at 41250 um.

Floorplanning:
- The run gives the overall die width as between 150 and 200 um.
- The run puts the number of top-level design ports at 25.
- The run gives the placeable core region as around 26000 sq um.
- The floorplan step records an initial core utilization of 0.4116.
- The run gives the chip area as 27710 sq um.
- The run puts the number of rows in the core area at just under 60.
- The run puts the y dimension of the die at ~170 um.

Run:
- Across all stage logs, warnings added up to 54.
- Max-cap violations in this run came to 0.

Placed design:
- Including well taps, the total number of placed cells is 1500.
- The run puts the sum of net half-perimeters after detailed placement at 17300 um.
- The run puts the last weighted congestion value of the routability-driven placer at between 0.9 and 1.
- The run gives the count of buffers inserted at the top-level ports as 24.
- Timing analysis after detailed placement gives a worst setup slack of -0.1771 ns.

Hold path:
- The run gives the worst min-delay path class as register to register.

Layout:
- The run puts the proportion of layout cells with a drive suffix above 1 at 0.2145.
- The run gives the final core utilization as 0.4922.
- The finished layout holds 1552 standard cells, fillers aside.
- The run puts the number of inserted filler cells in the final layout at 2312.
- The run gives the signed area change from the synthesized netlist to the final layout as 19.58%.
final timing paths:
path | startpoint | endpoint | slack, ns | cells past startpoint
max | gen_led_index[1]$_DFFE_PP0P_ | led_sequence[15]$_DFFE_PP0P_ | -0.16 | 19
min | lfsr.rand_num[1]$_DFF_PP1_ | lfsr.rand_num[2]$_DFF_PP0_ | 0.44 | 0
max reg2reg | gen_led_index[1]$_DFFE_PP0P_ | led_sequence[15]$_DFFE_PP0P_ | -0.16 | 19
min reg2reg | lfsr.rand_num[1]$_DFF_PP1_ | lfsr.rand_num[2]$_DFF_PP0_ | 0.44 | 0
max in group asynchronous | rst | inp_sw_index[1]$_DFFE_PP0P_ | 2.55 | 3
min in group asynchronous | rst | state[4]$_DFF_PP0_ | 0.81 | 2
layout make-up:
type | count | area, sq um | share of cell area
Clock inverter | 13 | 175.2 | 0.01354
Sequential cell | 161 | 4039 | 0.3122
Clock buffer | 19 | 442.9 | 0.03424
Tap cell | 335 | 419.2 | 0.03240
Inverter | 44 | 173.9 | 0.01344
Timing Repair Buffer | 105 | 899.6 | 0.06954
Multi-Input combinational cell | 874 | 6782 | 0.5242
Timing Repair inverter | 1 | 5.005 | 0.0003869
cells in the mapped netlist, drive strengths merged (9+ instances only):
cell     number
o22ai        10
and3         17
nand4        24
dfrtp       157
clkbuf       26
mux2         30
a31oi        12
inv          42
a21oi        34
or4          10
nand2b       14
xnor2        42
nor2         78
mux4         11
a21o          9
nor2b        11
ha           51
mux2i        21
xor2         45
o2bb2ai      16
nand2        92
o211ai       17
o21ai        91
and2          9
nor4         18
nand3        52
buf          22
o31ai        19
nor3         32
what timing repair did:
| action | in CTS | in global routing |
|---|---|---|
| buffers inserted | 4 | 15 |
| cloned | 0 | 1 |
| pin swaps | 13 | 36 |
| gates resized | 31 | 58 |
| setup endpoints to repair | 24 | 40 |
kinds of logic (layout without fill, tap and decap cells):
group,after synthesis,in the layout,synth area share
AND/OR/NAND/NOR,407,407,0.2026
flip-flops,161,161,0.3729
multiplexers,62,62,0.07819
adder cells (fa/ha/maj),56,56,0.06731
XOR/XNOR,87,87,0.07530
buffers and inverters,92,182,0.03851
AND-OR/OR-AND,262,262,0.1652
placed cells by master, fill, tap and decap left out, types with 17 or more instances in the layout:
master	synthesis	layout
clkbuf_16	0	17
o21ai_0	89	63
clkdlybuf4s50_1	0	24
mux2i_1	17	17
mux2_2	29	29
nor3_1	28	26
a21oi_1	32	31
inv_1	41	34
ha_1	51	40
xor2_1	43	43
dfrtp_1	157	153
xnor2_1	40	39
buf_4	6	72
o21ai_1	2	22
nand3_1	51	49
nand4_1	24	24
nor2_1	78	76
nand2_1	91	86
o31ai_1	19	19
metal layers:
layer / part of all wire / up-vias
met1: 0.52 / 4139
met5: 0 / -
met2: 0.43 / 185
met3: 0.040 / 15
li1: - / 4323
met4: 0.010 / 0
power breakdown:
| group | switching (mW) | internal, mW | total, mW | leakage (nW) |
|---|---|---|---|---|
| clock network | 0.645 | 0.942 | 1.59 | 0.300 |
| registers | 0 | 1.51 | 1.51 | 2.23 |
| logic | 0.0300 | 0.00973 | 0.0397 | 2.94 |
| total | 0.675 | 2.47 | 3.14 | 5.47 |
state kept, by name, summed over array words and instances, names as in the netlist, 3 cells and up, named ones only:
signal	count
LED	8
count	26
debounce_cnt	20
disp_led_index	4
gen_led_index	3
inp_sw_index	3
led_sequence	21
lfsr.rand_num	3
seg0	3
state	6
sw_changed	8
sw_index	7
sw_prev	8
sw_sequence	21
sw_sync1	8
sw_sync2	8
through the flow:
step,TNS (ns),hold slack [ns],instance area (sq um)
finish,-1.025,0.4425,12940
global route,-5.356,0.4520,12940
global placement,-1.750,0.4321,11820
CTS,-1.621,0.4409,12560
floorplan,-0.1657,0.4057,10950
detailed placement,-2.463,0.4367,11820
critical path: cells and delay by family, from the launching register on:
family,cells,cell delay [ns]
buffers and inverters,4,0.36
AND-OR/OR-AND,3,0.37
adder cells (fa/ha/maj),4,1.23
flip-flops,1,0.40
XOR/XNOR,1,0.15
AND/OR/NAND/NOR,7,1.80
Power and IR drop assume default switching activity.
